**flow/run.sh**
```bash
#!/bin/bash
# OpenROAD 26Q1-2900-gdf79404cd8, Yosys 0.63+post, stock flow scripts
make -C /OpenROAD-flow-scripts/flow DESIGN_CONFIG=/design/flow/config.mk WORK_HOME=/design/flow/orfs finish
```
**flow/design.v**
```verilog
module fsm(
    input logic clk, rst,
    input logic [4:0] keyout,
    input logic [31:0] seq,
    output logic [3:0] state
);
    typedef enum logic [3:0] {
        LS0=0,
        LS1=1,
        LS2=2,
        LS3=3,
        LS4=4,
        LS5=5,
        LS6=6,
        LS7=7,
        OPEN=8,
        ALARM=9,
        INIT=10
    } state_t;
    logic [3:0] next_state;
    logic [31:0] seq1;
    always_ff @(posedge clk, posedge rst) begin
        if(rst) begin
            state <= INIT;
            seq1 <= 0;
        end
        else if (keyout == 5'd16) begin
          seq1 <= seq;
          state <= next_state;
        end
        else begin
            state <= next_state;
        end
    end
    always_comb begin
        case (state)
            INIT: next_state = (keyout == 5'd16) ? LS0:INIT;
            LS0 : next_state = (seq1[31:28] == keyout[3:0]) ? LS1:ALARM;
            LS1 : next_state = (seq1[27:24] == keyout[3:0]) ? LS2:ALARM;
            LS2 : next_state = (seq1[23:20] == keyout[3:0]) ? LS3:ALARM;
            LS3 : next_state = (seq1[19:16] == keyout[3:0]) ? LS4:ALARM;
            LS4 : next_state = (seq1[15:12] == keyout[3:0]) ? LS5:ALARM;
            LS5 : next_state = (seq1[11:8] == keyout[3:0]) ? LS6:ALARM;
            LS6 : next_state = (seq1[7:4] == keyout[3:0]) ? LS7:ALARM;
            LS7 : next_state = (seq1[3:0] == keyout[3:0]) ? OPEN:ALARM;
            OPEN : next_state = OPEN;
            ALARM: next_state = ALARM;
            default: next_state = INIT;
        endcase
    end
endmodule
```
**flow/constraint.sdc**
```tcl
current_design fsm

set clk_period 2.0
set clk_io_pct 0.2

create_clock -name clk0 -period $clk_period [get_ports {clk}]

set non_clock_inputs [all_inputs -no_clocks]
set_input_delay [expr $clk_period * $clk_io_pct] -clock clk0 $non_clock_inputs
set_output_delay [expr $clk_period * $clk_io_pct] -clock clk0 [all_outputs]
```
**flow/config.mk**
```make
export PLATFORM = sky130hd
export DESIGN_NAME = fsm
export DESIGN_NICKNAME = fsm
export VERILOG_FILES = /design/flow/design.v
export SDC_FILE = /design/flow/constraint.sdc
export NUM_CORES = 4
export LEC_CHECK = 1
export CORE_UTILIZATION = 40
```
==> Slide: Implementation Results <==
Run Summary

Clock tree
  • Clock slew at the register clock pins of the worst setup and hold paths: 70 ps
  • Total clock sinks: 36
  • Latency at later pin: 280 ps
  • CTS Buf Count: 5
  • CTS H-Tree Depth: 2
  • Clock Path Buffers: 2
  • Clock Tree Root: sky130_fd_sc_hd__clkbuf_8
  • Buffers inserted by post-CTS timing repair: 0
  • Post_cts resized: 0
  • Quantity of hold-fixing buffers added after cts: 0
  • TritonCTS clock tree: built

Synth
  • Number of cells in Yosys stat: 154
  • Prevailing post-synth register cell: sky130_fd_sc_hd__dfrtp_1
  • Fraction of registers with async set/reset: 100%
  • Commonest cells in the netlist: 34 x sky130_fd_sc_hd__dfrtp_1, 32 x sky130_fd_sc_hd__mux2_2, 19 x sky130_fd_sc_hd__xnor2_1
  • Synthesized instance count: 154
  • Number of flops mapped to enable cells by yosys: 0
  • Chip area from the yosys synthesis statistics: 1920 um2
  • Top cell type by total area after synthesis: sky130_fd_sc_hd__dfrtp_1
  • Post-synthesis cell type with the largest instance count: sky130_fd_sc_hd__dfrtp_1
  • Main area contributors: sky130_fd_sc_hd__dfrtp_1 44%, sky130_fd_sc_hd__mux2_2 19%, sky130_fd_sc_hd__xnor2_1 8.7%, sky130_fd_sc_hd__xor2_1 5.9%, sky130_fd_sc_hd__dfstp_2 2.7%
  • Warning count from the yosys run: 1
  • Synthesized area: 1920 um2
  • Yosys cell types: 32
  • Sequential area share after synthesis: a little under half
  • Fraction of post-synthesis cell area in the top cell type by area: between 40% and 50%
  • Synth Register Bits: 36
  • Syn avg cell area: around 12 um2

Setup path
  • Arr. time, crit path: 2050 ps
  • Kind of end point of the critical path: flip-flop
  • Launch instance of the worst register-to-register path: seq1[24]$_DFFE_PP0P_
  • Worst Path Required: 2150 ps
  • Crit path max fanout: 6
  • Crit Path Category: in2reg
  • Number of cells on the worst reg-to-reg path: 5
  • Register-to-register setup slack: 410 ps
  • Endpoint of the worst-slack reg-to-reg timing path: state[0]$_DFF_PP0_
  • Critical Path Source Type: input pin

Power and ir drop
  • Power spent charging and discharging nets: 633 uW
  • Static power due to leakage: roughly 1.0 nW
  • Sequential group share of total power: 48.2%
  • Switching share of power: 28.2%
  • Pwr/cell area: 888 nW/um2
  • Portion of total power attributed to combinational logic: between 20% and 30%
  • Design internal power: 1.61 mW
  • Peak VDD IR: between 500 and 600 uV
  • Clock power share: a little under a quarter

Placed design
  • Placed inst area: between 2000 and 2500 um2
  • Total half-perimeter wirelength after legalization and detailed placement: 2580 um
  • Routability Congestion: 0.871
  • Placed instance count: 255
  • PortBufs: 42
  • Pre-CTS setup slack: -142 ps

Drt
  • DRC Markers: 0
  • Iteration tally of the first detailed-router pass: 20
  • Average vias per placed instance: 5.14
  • Number of design-rule violations left by the first detailed-router iteration: 43
  • Routed WL per cell: roughly 14 um
  • Antenna diode count: 0
  • Number of nets with antenna violations after detailed routing: 0
  • Final wirelength: 3560 um
  • Total vias in the final route: roughly 1,400

Min path
  • Hold Crit Class: in2async

Global route
  • Pin count of the biggest net entering global routing: 37
  • Wire length of the first global-routing pass: 5970 um
  • Number of antenna violations at the first check in global routing: 0
  • Vias in the first global route: 1,325
  • Grt total ovfl: 0
  • Overall routing resource usage: roughly 16%

Floorplanning
  • Standard-cell row count: 24
  • I/O pin total: roughly 43
  • Die footprint: 5080 um2
  • Die Ht: between 70 and 80 um
  • Core footprint: 4470 um2
  • Initial standard-cell utilization of the core: 42.9%
  • Horiz. Die Dim: 71.3 um

Job
  • Maxcap violations: 0
  • Number of warnings in the stage logs: 25

Final layout
  • Number of filler instances in the final layout: 387
  • Comb. cell area: 903 um2
  • Finished layout cell area: 2520 um2
  • Layout Cells excl Fill: approximately 260
  • Area delta synth->final: 31.4%
  • FF/Latch Area: roughly 900 um2
  • Fraction of the core area covered by cells at the end of the flow: 56.4%
  • Layout cell share with drive strength beyond 1: 28.0%

Final timing
  • Endpoints failing setup: 0
  • Worst Skew: 2.94 ps
  • Final Hold Fails: 0
  • Final cycle utilization of the critical path: between 90% and 100%
  • Crit path setup slack, layout: 102 ps
  • Final period demand of the worst path: about 1900 ps
  • RSZ-0062 raised after global routing: no
  • Highest clock frequency the design can meet: 527 MHz
  • Slew Viols, Final: 0
  • Max-Slew Margin vs Limit: 70.2%
  • Slew at the pin closest to its max-slew limit: 447 ps
  • Setup_tns: 0 ps

Outcome
  • Status: finished, final reports clean
placed cells by master (no fill, tap or decap):
master                            instances
sky130_fd_sc_hd__o21ai_0                  4
sky130_fd_sc_hd__and2b_1                  1
sky130_fd_sc_hd__inv_1                    2
sky130_fd_sc_hd__dfstp_2                  2
sky130_fd_sc_hd__clkbuf_1                 2
sky130_fd_sc_hd__o32ai_1                  1
sky130_fd_sc_hd__nor2_1                   3
sky130_fd_sc_hd__xor2_1                  13
sky130_fd_sc_hd__a32oi_1                  1
sky130_fd_sc_hd__nor4_2                   1
sky130_fd_sc_hd__buf_4                   15
sky130_fd_sc_hd__a21oi_1                  1
sky130_fd_sc_hd__o22ai_1                  1
sky130_fd_sc_hd__nand4_1                  5
sky130_fd_sc_hd__nor2b_1                  3
sky130_fd_sc_hd__o311ai_0                 1
sky130_fd_sc_hd__xnor2_1                 19
sky130_fd_sc_hd__a21o_1                   1
sky130_fd_sc_hd__nor4_1                   3
sky130_fd_sc_hd__a21o_2                   1
sky130_fd_sc_hd__nand2b_1                 3
sky130_fd_sc_hd__mux2_2                  32
sky130_fd_sc_hd__a31oi_1                  3
sky130_fd_sc_hd__nor3_1                   2
sky130_fd_sc_hd__buf_12                   1
sky130_fd_sc_hd__nand3_1                  3
sky130_fd_sc_hd__clkbuf_8                 6
sky130_fd_sc_hd__dfrtp_1                 34
sky130_fd_sc_hd__a21oi_2                  1
sky130_fd_sc_hd__nand2_1                  3
sky130_fd_sc_hd__clkdlybuf4s50_1         42
sky130_fd_sc_hd__and2_1                   1
registers in the layout (all words and copies together) (netlist names):
register / cells
seq1: 32
state: 4
critical path: stages:
cell	delay (ps)
sky130_fd_sc_hd__clkdlybuf4s50_1	440
sky130_fd_sc_hd__buf_4	180
sky130_fd_sc_hd__xor2_1	140
sky130_fd_sc_hd__nor4_1	410
sky130_fd_sc_hd__o22ai_1	160
sky130_fd_sc_hd__a21oi_1	190
sky130_fd_sc_hd__o21ai_0	120
per-stage QoR:
stage / hold WS, ps / total power, mW
after floorplan: 501 / 1.50
after global placement: 515 / 1.72
after detailed placement: 522 / 1.74
after CTS: 535 / 2.28
after global routing: 549 / 2.40
final: 512 / 2.24
worst max path at each step:
stage	from	endpoint	slack (ps)	cells past startpoint
CTS	keyout[3]	state[0]$_DFF_PP0_	140	7
global route	keyout[3]	state[0]$_DFF_PP0_	50	7
finish	keyout[3]	state[0]$_DFF_PP0_	100	7
layer usage:
layer / share of wire [%] / vias up / track usage (%)
li1: - / 656 / -
met1: 48 / 654 / 24.4
met2: 46 / 37 / 24.3
met3: 4.6 / 5 / 2.85
met4: 1.1 / 0 / 1.78
met5: 0 / - / 0
logic make-up after synthesis:
logic type	count (synthesis)	share of synthesized area, %
buffers and inverters	11	5.87
and+or+nand+nor	28	8.41
AOI/OAI and AO/OA	15	5.28
muxes	32	18.8
xor gates and xnor gates	32	14.6
DFF	36	47.1
area by class of cell:
| type | instances | area share (%) |
|---|---|---|
| Inverter | 2 | 0.298 |
| Tap cell | 52 | 2.58 |
| Clock buffer | 8 | 3.57 |
| Timing Repair Buffer | 58 | 21.9 |
| Sequential cell | 36 | 35.8 |
| Multi-Input combinational cell | 107 | 35.8 |
power groups by stage:
| stage | combinational (mW) | sequential [mW] | clock (mW) |
|---|---|---|---|
| after global routing | 0.713 | 1.11 | 0.574 |
| after CTS | 0.651 | 1.08 | 0.541 |
| final | 0.641 | 1.08 | 0.519 |
No activity file was given, so power comes from the tool's default toggle rates.
